==> ./design.v <==
module normalisation(
    input [47:0] multiplicationResult,
    output [23:0] normalisedResult,
    output [2:0] exponentInc
);
wire [23:0] beforeRound_result = (~multiplicationResult[47]) ? multiplicationResult[46:23] : multiplicationResult[47:24] >> 1 ;
wire guardBit = ( multiplicationResult[47] ) ? multiplicationResult[23] : multiplicationResult[22];
wire round_bit = ( multiplicationResult[47] ) ? multiplicationResult[22] : multiplicationResult[21];
wire sticky_bits = ( multiplicationResult[47] ) ? |multiplicationResult[22:0] : |multiplicationResult[20:0];
wire [24:0] afterRound_result = (guardBit && ( round_bit || sticky_bits )) ? (beforeRound_result + 24'd1) : (beforeRound_result)   ;
assign normalisedResult = (afterRound_result[24]) ?  afterRound_result[24:1] : afterRound_result[23:0] ;
assign exponentInc = ( multiplicationResult[47])  ? ( (afterRound_result[24]) ? 3'd2 : 3'd1 ) : 
                        (afterRound_result[24]) ? 3'd1 : 3'd0 ;
endmodule;
==> ./run.sh <==
#!/bin/bash
# OpenROAD 26Q1-2900-gdf79404cd8, Yosys 0.63+post, stock flow scripts
make -C /OpenROAD-flow-scripts/flow DESIGN_CONFIG=/design/flow/config.mk WORK_HOME=/design/flow/orfs finish
==> ./config.mk <==
export PLATFORM = sky130hd
export DESIGN_NAME = normalisation
export DESIGN_NICKNAME = normalisation
export VERILOG_FILES = /design/flow/design.v
export SDC_FILE = /design/flow/constraint.sdc
export NUM_CORES = 4
export LEC_CHECK = 1
export CORE_AREA = 10 10 73 73
export DIE_AREA = 0 0 83 83
export SYNTH_HDL_FRONTEND = slang
==> ./constraint.sdc <==
current_design normalisation

set clk_period 10.0
set clk_io_pct 0.2

create_clock -name clk0 -period $clk_period

set non_clock_inputs [all_inputs -no_clocks]
set_input_delay [expr $clk_period * $clk_io_pct] -clock clk0 $non_clock_inputs
set_output_delay [expr $clk_period * $clk_io_pct] -clock clk0 [all_outputs]
==> flow_summary.json <==
{
  "status": "finished, final reports clean",
  "postCtsSetupBuffers": 0,
  "worst_pin_slew_ns": 0.743,
  "setup_tns_ns": 0,
  "die_width_um": 83,
  "ys_types": 49,
  "hold_viol": 0,
  "ant_nets": 0,
  "holdCritPathClass": "in -> out",
  "ys_top_cells_by_count": "23 x nand2_1, 19 x mux2i_1, 18 x nor2_1",
  "ctsResizeCount": 0,
  "totalWireLength_um": 4570,
  "vias": 1569,
  "portBuffers": 74,
  "startpoint": "multiplicationResult[47]",
  "grt_first_pass_wirelength_um": 7680,
  "die_h_um": 83,
  "post-place-ws_ns": 3.31,
  "cp_slowest_cell": "clkdlybuf4s50_1",
  "drt_iter0_drc": 80,
  "design.seq.count": 0,
  "cp.arrival_ns": 4.70,
  "ys_area_um2": 1280,
  "grt_pass1_vias": 1642,
  "top_area_cell": "mux2i_1",
  "warnings": 32,
  "hp-start": "multiplicationResult[47]",
  "drc": 0,
  "max_stage_delay_ns": 0.49,
  "die_area_um2": 6890,
  "placed_area_um2": 2030,
  "worstSetupEndpointType": "output pin",
  "synthCells": 179,
  "topCellsByArea": "mux2i_1 15%, nand2_1 6.7%, xnor2_1 5.5%",
  "clock.fmax_mhz": 149,
  "clock_buffer_count": 0,
  "stdcell_area_um2": 2030,
  "drive_gt1_share_pct": 9.43,
  "power.total_uw": 75.5,
  "cp_cell_sequence": "buf_2 -> buf_4 -> mux2_2 -> ha_1 -> o21a_2 -> nand4_4 -> nor4b_2 -> a21bo_1 -> nand2_1 -> clkdlybuf4s50_1",
  "routabilityCongestion": 0.850,
  "maxCapViolations": 0,
  "syn2layout_area_growth_pct": 57.9,
  "netlist_area_um2": 1280,
  "slew_violations": 0,
  "setup_ws_ns": 3.30,
  "yosys_warnings": 0,
  "p_leak_uw": 0.000814,
  "drtPass1Iterations": 4,
  "wl_per_cell_um": 15.6,
  "diodes": 0,
  "initCoreUtil_pct": 34.3,
  "path_max_fanout": 49,
  "core_area_um2": 3740,
  "rows": 22,
  "power.density_nw_per_um2": 37.2,
  "grt-ovfl-total": 0,
  "pin_count": 75,
  "grt_max_degree": 50,
  "rsz0062_at_grt": "false",
  "final_core_util_pct": 54.2,
  "hpwl_um": 3700,
  "fin_crit_sh_pct": 67.0,
  "min_period_ns": 6.70,
  "grt_use_total_pct": 12.4,
  "hold_buffers": 0,
  "synth.most_common_cell": "nand2_1",
  "postSynthSeqShare_pct": 0,
  "worst-setup-path-type": "in -> out",
  "ys_cells": 179,
  "ir_worst_vdd_v": 0.0000246,
  "required_ns": 8.00,
  "avgSynthCellArea_um2": 7.18,
  "antenna_found_initial": 0,
  "synth.top_cell.area_share_pct": 14.8,
  "viasPerCell": 5.37,
  "max_slew_margin_pct": 50.4,
  "seq_area_um2": 0,
  "setup_viol": 0,
  "cp-start-kind": "input port"
}
-- report_power, final --
part,switching (uW),internal (uW)
clock network,0,0
registers,0,0
logic,30.1,45.4
-- layer usage --
| metal | GRT usage [%] | wire length [um] | vias to the layer above | share of wire (%) |
|---|---|---|---|---|
| li1 | - | - | 801 | - |
| met2 | 18.8 | 1950 | 66 | 43 |
| met5 | 0 | 0 | - | 0 |
| met1 | 17.0 | 2130 | 702 | 47 |
| met3 | 5.31 | 491 | 0 | 11 |
| met4 | 0 | 0 | 0 | 0 |
-- kinds of logic (layout without fill, tap and decap cells) --
logic type	after synthesis	in the layout	synth area share, %
other	1	1	0.292
adder cells (fa/ha/maj)	2	2	1.95
AND-OR/OR-AND	30	30	20.4
buffers and inverters	14	79	6.04
multiplexers	25	25	20.1
AND/OR/NAND/NOR	91	91	40.3
XOR/XNOR	16	16	10.9
-- cells in the final DEF, fill, tap and decap left out, types with 2 or more instances in the layout --
cell type	count
nor2_1	18
mux2_2	6
and3_1	5
a211oi_1	4
nand3b_1	2
nor4_1	9
nor3_1	8
and4_1	2
buf_4	2
and3b_1	4
a21oi_1	2
inv_1	3
xor2_1	8
o21bai_1	2
nand2_1	23
mux2i_1	19
nand4_1	2
a31o_2	2
ha_1	2
clkdlybuf4s50_1	73
o21ai_2	2
o21a_1	2
xnor2_1	8
nand3_1	9
a31oi_1	3
-- cell type report --
class	instances	area, um^2
fill	373	1710
multi-input combinational	165	1210
timing repair buffer	76	751
tap	48	60.1
inverter	3	11.3
-- through the flow --
| stage | hold slack, ns | cells |
|---|---|---|
| 2_1_floorplan | 4.08 | 179 |
| 3_3_place_gp | 5.09 | 292 |
| 3_5_place_dp | 5.08 | 292 |
| 4_1_cts | 5.09 | 292 |
| 5_1_grt | 5.16 | 292 |
| 6_report | 5.09 | 292 |
-- worst max-delay path: cells and delay by family --
family                   cells  cell delay [ns]
AND-OR/OR-AND                2             0.56
adder cells (fa/ha/maj)      1             0.17
buffers and inverters        3             1.03
multiplexers                 1             0.29
AND/OR/NAND/NOR              3             0.64
-- final timing paths --
path                                   end  cells past startpoint
worst max-delay path  normalisedResult[18]                     10
worst min-delay path        exponentInc[1]                      4
